==> ./design.v <==
module ALU (
    input  wire             clk, rst, rdy, 
    input  wire             jp_wrong,                                    
    output reg              val_flag,                                    
    output reg  [3: 0]     val_idx,                                     
    output reg  [31: 0]     val,                                         
    input  wire             ins_flag,                                    
    input  wire [5: 0]     insty,                                       
    input  wire [31: 0]     val1, val2,                                  
    input  wire [3: 0]     ROB_idx                                      
);
    always @(*) begin
        if (ins_flag) begin
            val_flag = 1'b1;
            val_idx = ROB_idx;
            case (insty)
                6'd11   : val = val1 + val2;
                6'd12  : val = val1 + val2;
                6'd10   : val = val1 - val2;
                6'd13   : val = val1 ^ val2;
                6'd14  : val = val1 ^ val2;
                6'd15    : val = val1 | val2;
                6'd16   : val = val1 | val2;
                6'd17   : val = val1 & val2;
                6'd18  : val = val1 & val2;
                6'd19   : val = val1 << val2[4:0];
                6'd20  : val = val1 << val2[4:0];
                6'd21   : val = val1 >> val2[4:0];
                6'd22  : val = val1 >> val2[4:0];
                6'd23   : val = $signed(val1) >> val2[4:0];
                6'd24  : val = $signed(val1) >> val2[4:0];
                6'd29   : val = $signed(val1) < $signed(val2);
                6'd28  : val = $signed(val1) < $signed(val2);
                6'd31  : val = val1 < val2;
                6'd30 : val = val1 < val2;
                6'd32   : val = val1 == val2;
                6'd33   : val = val1 != val2;
                6'd34   : val = $signed(val1) < $signed(val2);
                6'd35   : val = $signed(val1) >= $signed(val2);
                6'd36  : val = val1 < val2;
                6'd37  : val = val1 >= val2;
                6'd49  : val = (val1 + val2) & ~(32'b1);
                default: val = 32'b0;
            endcase
        end
        else begin
            val_flag = 1'b0;
            val_idx = 4'b0;
            val = 32'b0;
        end
    end
endmodule
==> ./run.sh <==
#!/bin/bash
# OpenROAD 26Q1-2900-gdf79404cd8, Yosys 0.63+post, stock flow scripts
make -C /OpenROAD-flow-scripts/flow DESIGN_CONFIG=/design/flow/config.mk WORK_HOME=/design/flow/orfs finish
==> ./config.mk <==
export PLATFORM = sky130hd
export DESIGN_NAME = ALU
export DESIGN_NICKNAME = ALU
export VERILOG_FILES = /design/flow/design.v
export SDC_FILE = /design/flow/constraint.sdc
export NUM_CORES = 4
export LEC_CHECK = 1
export CORE_UTILIZATION = 50
==> ./constraint.sdc <==
current_design ALU

set clk_period 19.5
set clk_io_pct 0.2

create_clock -name clk0 -period $clk_period

set non_clock_inputs [all_inputs -no_clocks]
set_input_delay [expr $clk_period * $clk_io_pct] -clock clk0 $non_clock_inputs
set_output_delay [expr $clk_period * $clk_io_pct] -clock clk0 [all_outputs]
==> impl_metrics.yaml <==
# yosys + openroad results
global_route:
  busiest_layer: "met2"
  use_met2: 0.6626
  groute.layer.met3.usage: 0.09844
  met1_layer_usage_reported_by_global_route: 0.5896
  grt_start_max_net_pins: 63
  groute.usage.overall: 0.4399
  grt_first_pass_wirelength_um: 58350
  grt_pass1_vias: 9888
  overflow_after_grt: 0
  antenna_found_initial: 1
sta:
  worst_pin_slew_ns: 0.8815
  timing_hold_violations_final: 0
  min_period_ns: 12.41
  fin_crit_sh: 0.6365
  max_slew_headroom_at_the_worst_pin: 0.4124
  grt_setup_unrepaired: "false"
  final-max-slew-violation-count: 0
  worst_hold_slack_ns: 8.705
  setup_viol: 0
  setup-tns-final_ns: 0
  achievable-frequency_ghz: 0.08057
routing:
  num_vias: 10750
  wl_per_cell_um: 24.59
  viasPerCell: 6.919
  insertedDiodeCount: 0
  ant_nets: 0
  drcViolationCount: 0
  detailedRoute.firstIterationViolations: 1339
  finalWirelength_um: 38220
  drt_pre_antenna_iters: 9
cts:
  postCtsResizedCells: 0
  cts_hold_buffers: 0
  post_cts.repair.setup_buffers: 0
floorplan:
  chipArea_mm2: 0.01769
  chipHeight_um: 133
  rows: 47
  fp.dieW_um: 133
  ios: 116
  core-area_mm2: 0.01664
  floorplan.initialDensity: 0.5156
place:
  detailedPlacementHpwl_um: 29120
  gp_congestion: 1.082
  postPlaceCellArea_mm2: 0.009632
  buffer_ports.inserted: 112
power_and_ir_drop:
  pwr_density_cell_mw_per_mm2: 27.09
  power_leakage_uw: 0.003929
  vdd_drop_max_v: 0.00002310
  totalPowerFinal_uw: 260.9
cells_and_area:
  final-seq-area_um2: 0
  flop-count: 0
  final.clkbuf_count: 0
  fill_cells: 1682
  area_delta_synth_final_pct: 12.25
  design_area_mm2: 0.009632
  fin_util: 0.5788
  post_route_cells_drive_above_1_share: 0.06297
yosys:
  synth.cells.most_frequent: "nor2_1, a21oi_1, inv_1"
  synth_area_leader_cell: "ha_1"
  synth_area_per_cell_um2: 6.555
  yosys.cell_types.count: 90
  yosys-stat-cells: 1309
  postSynthCellCount: 1309
  post_synth_main_area_contributors: "ha_1, a21oi_1, nor2_1"
  yosysWarnings: 1
  yosys.stat.chipArea_mm2: 0.008581
  top_cell_area_share: 0.1414
  top_cell: "nor2_1"
  synth_area_mm2: 0.008581
  ys_seq_frac: 0
setup_path:
  crit_path_start_kind: "primary input"
  crit_arrival_ns: 8.51
  crit_path_class: "in -> out"
  critical_path.max_fanout: 62
  crit_path_end_kind: "primary output"
  worstPathRequired_ns: 15.60
status:
  run_status: "completed"
worst_hold_path:
  hold_path_class: "in -> out"
job:
  stage_log_warning_count: 102
  cap_viol_max_count: 0
-- per-stage QoR --
stage | setup slack, ns | cells
2_1_floorplan | 8.375 | 1309
3_3_place_gp | 7.256 | 1554
3_5_place_dp | 7.289 | 1554
4_1_cts | 7.267 | 1554
5_1_grt | 6.925 | 1554
6_report | 7.089 | 1554
-- worst max-delay path, cell delays in order --
cell and delay (ns):
buf_2 0.08, buf_4 0.51, inv_2 0.47, ha_1 0.58
and3_1 0.24, a221oi_2 0.12, nor4_1 0.66, o21ai_1 0.31
a2111oi_2 0.43, o21ai_1 0.17, mux2i_1 0.15, a211oi_1 0.32
a31oi_1 0.12, clkdlybuf4s50_1 0.42
-- power by group --
part / leakage [uW] / internal, uW / total (uW) / switching [uW]
Combinational: 0.00393 / 96.1 / 261 / 165
Clock: 0 / 0 / 0 / 0
Sequential: 0 / 0 / 0 / 0
Total: 0.00393 / 96.1 / 261 / 165
-- metal layers --
metal,share of wire,vias up
met2,0.43,791
met4,0.064,0
met1,0.39,4854
met5,0,-
met3,0.12,158
li1,-,4949
-- cell type report --
cell class	instances	area [um^2]	share of cell area
Multi-Input combinational cell	1107	7765	0.8062
Timing Repair Buffer	127	1216	0.1263
Inverter	100	375.4	0.03897
Tap cell	220	275.3	0.02858
-- cells in the final DEF, fill, tap and decap left out, drive strengths merged, types with 8 or more instances in the layout --
cell type,instances
o21bai,12
inv,99
nor3,29
and3,10
a221o,10
nand3,26
xnor2,9
nand2b,19
clkdlybuf4s50,108
o211ai,16
a211oi,19
a31oi,22
mux4,23
mux2i,47
nor2,177
a21o,18
mux2,8
ha,97
nand4,8
o221ai,18
or3,16
a21oi,135
nand2,93
or2,8
buf,19
o21ai,102
a22oi,17
nor2b,9
o22ai,14
a221oi,29
-- worst paths after layout --
| kind | endpoint | startpoint | depth (start not counted) |
|---|---|---|---|
| max | val[30] | val2[3] | 14 |
| min | val_flag | ins_flag | 2 |
-- cell families (layout without fill, tap and decap cells) --
logic type,count (synthesis),count (layout),synth area share
mux,78,78,0.1257
fa+ha+maj,99,99,0.1461
compound gates,493,493,0.3889
buf+inv,202,227,0.09594
xor+xnor,11,11,0.01123
simple gates,426,426,0.2321
Power and IR drop assume default switching activity.
